$ cat ./design.v
`timescale 100ps / 1ps
module AHBLiteMaster (
    HREADY, HRESETn, HCLK, HRDATA, WRITE, ADDR, WDATA, HADDR, HWRITE, HWDATA, RDATA
    );
    parameter ADDR_WIDTH = 32;
    parameter DATA_WIDTH = 32;
    input HRESETn;
    input HCLK;
    input  [ADDR_WIDTH - 1:0] ADDR;
    input  WRITE;
    input  [DATA_WIDTH - 1:0] WDATA;
    output [DATA_WIDTH - 1:0] RDATA;
    reg    [DATA_WIDTH - 1:0] RDATA = 32'hZZZZZZZZ;
    input  HREADY;
    output [ADDR_WIDTH - 1:0] HADDR;
    reg    [ADDR_WIDTH - 1:0] HADDR = 32'hZZZZZZZZ;
    output HWRITE;
    reg    HWRITE = 1'bZ;
    output [DATA_WIDTH - 1:0] HWDATA;
    reg    [DATA_WIDTH - 1:0] HWDATA = 32'hZZZZZZZZ;
    input  [DATA_WIDTH - 1:0] HRDATA;
    reg [DATA_WIDTH - 1:0] WDATA_AHB_master_buffer = 32'hZZZZZZZZ;
    reg HWRITE_AHB_master_buffer;
    always @ (posedge HCLK)
    begin
        if (!HRESETn)
        begin
            HADDR  <= 32'h00000000;
            HWDATA <= 32'h00000000;
            HWRITE <= 1'b0;
            WDATA_AHB_master_buffer   <= 32'h00000000;
            HWRITE_AHB_master_buffer  <= 1'b0;
        end
        else
        begin
            WDATA_AHB_master_buffer  <= WDATA;
            HADDR  <= ADDR;
            if (HREADY)
            begin
                HWRITE <= WRITE;
                HWRITE_AHB_master_buffer <= HWRITE;
                if (HWRITE)
                begin
                    HWDATA <= WDATA_AHB_master_buffer;
                end
            end
        end
    end
    always @ (posedge HCLK)
    begin
        if (!HRESETn)
        begin
            RDATA  <= 32'h00000000;
        end
        else
        begin
            if (HREADY)
            begin
                if (!HWRITE_AHB_master_buffer)
                begin
                    RDATA <= HRDATA;
                end
            end
        end
    end
endmodule
$ cat ./run.sh
#!/bin/bash
# OpenROAD 26Q1-2900-gdf79404cd8, Yosys 0.63+post, stock flow scripts
make -C /OpenROAD-flow-scripts/flow DESIGN_CONFIG=/design/flow/config.mk WORK_HOME=/design/flow/orfs finish
$ cat ./config.mk
export PLATFORM = sky130hd
export DESIGN_NAME = AHBLiteMaster
export DESIGN_NICKNAME = AHBLiteMaster
export VERILOG_FILES = /design/flow/design.v
export SDC_FILE = /design/flow/constraint.sdc
export NUM_CORES = 4
export LEC_CHECK = 1
export CORE_UTILIZATION = 30
$ cat ./constraint.sdc
current_design AHBLiteMaster

set clk_period 2.9
set clk_io_pct 0.2

create_clock -name clk0 -period $clk_period [get_ports {HCLK}]

set non_clock_inputs [all_inputs -no_clocks]
set_input_delay [expr $clk_period * $clk_io_pct] -clock clk0 $non_clock_inputs
set_output_delay [expr $clk_period * $clk_io_pct] -clock clk0 [all_outputs]
==> qor.txt <==
VDD IR max: 0.0003496 V
Crit Path Category: reg -> out
status: completed
initial antenna violation count: 0
Rel. slew slack: 60.91%
worst endpoint data arrival time: 1.24 ns
layout cells sized above 1: 6.539%
clk slew on worst S/H paths: 0.06 ns
Largest stage delay, worst path: 0.49 ns
Root Driver: clkbuf_16
CTS tree: built
Port Buf Inserts: 196
Comb pwr share: 9.6%
first-pass detailed-route iteration total: 4
cell area after synthesis: 4325 sq um
Max clock buf depth: 2
Post-CTS Hold Buffers: 0
P_int: 0.003281 W
Mean Syn Cell Area: 10.08 sq um
vias in the first global route: 3,260
total CTS buffers: 17
actual slew at the worst max-slew pin: 0.5863 ns
Hold Fails Final Rpt: 0
Slowest cell on crit path: clkdlybuf4s50_1
post-route ant nets: 0
Synth Seq Share: 60.17%
cell count of the worst hold path: 2
first-pass GRT wire length: 16.00 mm
diode count: 0
unrepaired setup endpoints after global routing: false
via/cell ratio: 4.270
Max Clk Rate: 549.8 MHz
Leak Pwr: 2.698 nW
sequential share of power: 45.4%
clk_skew: 0.003197 ns
dpl ws: 0.7185 ns
Max Cap Viol: 0
Synth Instances: 429
switch share: 21.83%
WP buf/inv: 1
sw power: 0.0009161 W
most frequent logic cell in the layout: clkdlybuf4s50_1
Late-Pin Clk Latency: 0.41 ns
Critical Path, Cell by Cell: clkdlybuf4s50_1
number of cells in Yosys stat: 429
library cells used by synthesis: 15
# rows: 43
largest net degree at the start of global routing: 69
post-layout util: 49.40%
clk sinks: 130
Post-CTS Resized: 0
Yosys warnings: 6
global route overflow: 0
Total GRT Usage: 14.03%
Min-Delay Path Class: reg -> reg
Max Slew Vio Count: 0
worst setup margin: 1.081 ns
ys flops: 130
# DRC: 0
final setup violation count: 0
crit end category: primary output
DR vias: 3,446
I/O pin count: 197
final worst path period share: 62.72%
DRT Wirelength: 10.16 mm
die height: 122.1 um
dpl hpwl: 6.871 mm
Worst setup SP type: flip-flop
clock share of power: 45.0%
Critical Path RT: 2.32 ns
post-layout minimum cycle time: 1.819 ns
Initial DRC Count: 143
horizontal die size: 122.1 um
pwr dens: 607.3 nW/um^2
cell count along the critical path: 1
chip area line of the yosys report: 4325 sq um
Worst R2R Setup Slack: 1.32 ns
H-tree Lvls: 4
GP Congestion: 0.7559
Post-CTS Setup Bufs: 0
Worst path top cell family by delay: buffers and inverters
Fin Hold WS: 0.4496 ns
most common logic cells in the final layout: clkdlybuf4s50_1, dfxtp_1, nand2_1, and2_1, mux2i_1
Wirelength per Cell: 12.59 um
Die ar.: 14,900 sq um
fill count: 1,242
core box area: 13,990 sq um
Log Warnings: 25
FP Util: 30.92%
area grow syn2layout: 59.76%
crit-path max FO: 2
FF-to-FF path depth: 4
setup_tns: 0 ns
synth_stat cells:
master	number	area [sq um]
buf_4	2	15.01
dfxtp_1	130	2603
buf_6	2	22.52
and2b_1	1	7.510
nor2b_4	1	13.76
buf_12	3	60.06
nand4_1	32	200.2
o21a_1	1	7.510
nand2_1	96	360.4
o21ai_1	32	160.2
mux2i_1	33	330.3
clkbuf_1	14	52.55
and2_1	65	406.6
nor2b_1	1	6.260
buf_2	16	80.08
flip-flops by register name (all words and copies together), names as in the netlist:
signal and cells:
HADDR 32, HWDATA 32, RDATA 32, WDATA_AHB_master_buffer 32, HWRITE 1, HWRITE_AHB_master_buffer 1
cell families after synthesis:
| kind of cell | Yosys count | synth area share (%) |
|---|---|---|
| mux | 33 | 7.637 |
| buf+inv | 37 | 5.323 |
| simple gates | 196 | 23.00 |
| flops | 130 | 60.17 |
| compound gates | 33 | 3.876 |
final timing paths:
kind | from | endpoint
setup / recovery | HWDATA[2]$_SDFFE_PN0P_ | HWDATA[2]
hold / removal | HWDATA[0]$_SDFFE_PN0P_ | HWDATA[0]$_SDFFE_PN0P_
setup reg to reg | HWRITE$_SDFFE_PN0P_ | HWDATA[9]$_SDFFE_PN0P_
hold reg to reg | HWDATA[0]$_SDFFE_PN0P_ | HWDATA[0]$_SDFFE_PN0P_
power groups by stage:
stage / Combinational, W / Clock [W] / Sequential [W]
6_report: 0.000403 / 0.00189 / 0.00190
5_1_grt: 0.000443 / 0.00204 / 0.00191
4_1_cts: 0.000409 / 0.00195 / 0.00190
tightest hold or removal path: stages (launching register included):
cell and delay (ns):
dfxtp_1 0.30, nand2_1 0.05, o21ai_1 0.05
area by class of cell:
type | count | area (sq um) | share of cell area, %
flip-flops and latches | 130 | 2603 | 37.66
repair buffers | 203 | 2049 | 29.66
clock buffers | 19 | 452.9 | 6.554
multi-input cells | 262 | 1493 | 21.60
well taps | 180 | 225.2 | 3.259
clock inverters | 13 | 87.58 | 1.267
stage by stage:
stage / instances / cell area, sq um / power (W)
2_1_floorplan: 429 / 4325 / 0.002077
3_3_place_gp: 775 / 6370 / 0.002346
3_5_place_dp: 775 / 6370 / 0.002349
4_1_cts: 807 / 6910 / 0.004266
5_1_grt: 807 / 6910 / 0.004400
6_report: 807 / 6910 / 0.004197
layer usage:
layer / vias up / wire (um) / GRT usage (%) / share of wire [%]
met5: - / 0 / 0 / 0
met4: 0 / 257 / 2.973 / 2.5
met3: 16 / 944 / 5.582 / 9.3
met2: 137 / 4602 / 21.01 / 45
met1: 1515 / 4359 / 19.54 / 43
li1: 1778 / - / - / -
No activity file was given, so power comes from the tool's default toggle rates.
